==> flow/design.v <==
module dffe (q, d, clk, en, clr);
   input d, clk, en, clr;
   wire clr;
   output q;
   reg q;
   initial
   begin
       q = 1'b0;
   end
   always @(posedge clk or posedge clr) begin
       if (clr) begin
           q <= 1'b0;
       end else if (en) begin
           q <= d;
       end
   end
endmodule
module reg64(in, out, clk, en, reset);
    input [63:0] in; 
    input clk, en, reset; 
    output [63:0] out; 
    dffe dff0(out[0], in[0], clk, en, reset); 
    dffe dff1(out[1], in[1], clk, en, reset); 
    dffe dff2(out[2], in[2], clk, en, reset); 
    dffe dff3(out[3], in[3], clk, en, reset); 
    dffe dff4(out[4], in[4], clk, en, reset); 
    dffe dff5(out[5], in[5], clk, en, reset); 
    dffe dff6(out[6], in[6], clk, en, reset); 
    dffe dff7(out[7], in[7], clk, en, reset); 
    dffe dff8(out[8], in[8], clk, en, reset); 
    dffe dff9(out[9], in[9], clk, en, reset); 
    dffe dff10(out[10], in[10], clk, en, reset); 
    dffe dff11(out[11], in[11], clk, en, reset); 
    dffe dff12(out[12], in[12], clk, en, reset); 
    dffe dff13(out[13], in[13], clk, en, reset); 
    dffe dff14(out[14], in[14], clk, en, reset); 
    dffe dff15(out[15], in[15], clk, en, reset); 
    dffe dff16(out[16], in[16], clk, en, reset); 
    dffe dff17(out[17], in[17], clk, en, reset); 
    dffe dff18(out[18], in[18], clk, en, reset); 
    dffe dff19(out[19], in[19], clk, en, reset); 
    dffe dff20(out[20], in[20], clk, en, reset); 
    dffe dff21(out[21], in[21], clk, en, reset); 
    dffe dff22(out[22], in[22], clk, en, reset); 
    dffe dff23(out[23], in[23], clk, en, reset); 
    dffe dff24(out[24], in[24], clk, en, reset); 
    dffe dff25(out[25], in[25], clk, en, reset); 
    dffe dff26(out[26], in[26], clk, en, reset); 
    dffe dff27(out[27], in[27], clk, en, reset); 
    dffe dff28(out[28], in[28], clk, en, reset); 
    dffe dff29(out[29], in[29], clk, en, reset); 
    dffe dff30(out[30], in[30], clk, en, reset); 
    dffe dff31(out[31], in[31], clk, en, reset); 
    dffe dff32(out[32], in[32], clk, en, reset); 
    dffe dff33(out[33], in[33], clk, en, reset); 
    dffe dff34(out[34], in[34], clk, en, reset); 
    dffe dff35(out[35], in[35], clk, en, reset); 
    dffe dff36(out[36], in[36], clk, en, reset); 
    dffe dff37(out[37], in[37], clk, en, reset); 
    dffe dff38(out[38], in[38], clk, en, reset); 
    dffe dff39(out[39], in[39], clk, en, reset); 
    dffe dff40(out[40], in[40], clk, en, reset); 
    dffe dff41(out[41], in[41], clk, en, reset); 
    dffe dff42(out[42], in[42], clk, en, reset); 
    dffe dff43(out[43], in[43], clk, en, reset); 
    dffe dff44(out[44], in[44], clk, en, reset); 
    dffe dff45(out[45], in[45], clk, en, reset); 
    dffe dff46(out[46], in[46], clk, en, reset); 
    dffe dff47(out[47], in[47], clk, en, reset); 
    dffe dff48(out[48], in[48], clk, en, reset); 
    dffe dff49(out[49], in[49], clk, en, reset); 
    dffe dff50(out[50], in[50], clk, en, reset); 
    dffe dff51(out[51], in[51], clk, en, reset); 
    dffe dff52(out[52], in[52], clk, en, reset); 
    dffe dff53(out[53], in[53], clk, en, reset); 
    dffe dff54(out[54], in[54], clk, en, reset); 
    dffe dff55(out[55], in[55], clk, en, reset); 
    dffe dff56(out[56], in[56], clk, en, reset); 
    dffe dff57(out[57], in[57], clk, en, reset); 
    dffe dff58(out[58], in[58], clk, en, reset); 
    dffe dff59(out[59], in[59], clk, en, reset); 
    dffe dff60(out[60], in[60], clk, en, reset); 
    dffe dff61(out[61], in[61], clk, en, reset); 
    dffe dff62(out[62], in[62], clk, en, reset); 
    dffe dff63(out[63], in[63], clk, en, reset); 
endmodule
==> flow/run.sh <==
#!/bin/bash
# OpenROAD 26Q1-2900-gdf79404cd8, Yosys 0.63+post, stock flow scripts
make -C /OpenROAD-flow-scripts/flow DESIGN_CONFIG=/design/flow/config.mk WORK_HOME=/design/flow/orfs finish
==> flow/config.mk <==
export PLATFORM = sky130hd
export DESIGN_NAME = reg64
export DESIGN_NICKNAME = reg64
export VERILOG_FILES = /design/flow/design.v
export SDC_FILE = /design/flow/constraint.sdc
export NUM_CORES = 4
export LEC_CHECK = 1
export CORE_UTILIZATION = 30
==> flow/constraint.sdc <==
current_design reg64

set clk_period 1.1
set clk_io_pct 0.2

create_clock -name clk0 -period $clk_period [get_ports {clk}]

set non_clock_inputs [all_inputs -no_clocks]
set_input_delay [expr $clk_period * $clk_io_pct] -clock clk0 $non_clock_inputs
set_output_delay [expr $clk_period * $clk_io_pct] -clock clk0 [all_outputs]
==> GITHUB_STEP_SUMMARY <==
## Synthesis and layout report

| Metric | Value |
|---|---|
| Status | `finished clean` |
| Seq/Total Area, Yosys | `between 50% and 60%` |
| RD Place Congestion | `around 0.75` |
| Startpoint Class | `flop` |
| Min Tclk post-route | `between 1000 and 1500 ps` |
| Overall routing resource usage | `11.2%` |
| Yosys cell count | `about 200` |
| Die Size | `roughly 0.011 mm²` |
| Synth Instances | `about 200` |
| ANT nets after route | `0` |
| Number of CTS-inserted buffers | `9` |
| Ys flops | `about 64` |
| Die H | `between 100 and 150 µm` |
| Post-route clock period utilization | `96.7%` |
| Flop2flop setup slack | `between 100 and 150 ps` |
| Unrepaired setup endpoints after global routing | `yes` |
| Clk root buf | `clkbuf_8` |
| Core ar. | `between 0.01 and 0.015 mm²` |
| First-pass GRT wire length | `roughly 9.5 mm` |
| H-tree depth | `3` |
| WL final | `about 5.7 mm` |
| DR pass1 iterations | `3` |
| Overall power | `approximately 5.8 mW` |
| Antenna cell count | `0` |
| Skew final | `0 ps` |
| Vias in the first global route | `about 1800` |
| Worst hold slack | `~210 ps` |
| CP Max Fanout | `2` |
| DP HPWL | `approximately 4 mm` |
| Fraction of layout cells with a size suffix above 1 | `between 50 and 60%` |
| Clock latency (worst-skew pair) | `330 ps` |
| Area of the mapped netlist | `between 0.003 and 0.004 mm²` |
| Cell Pwr Density | `1360 mW/mm²` |
| Most frequent logic cell in the layout | `clkdlybuf4s50_1` |
| WP buf/inv | `1` |
| CTS Buffer Depth | `2` |
| Largest net degree at the start of global routing | `23` |
| Worst Tran Pin Value | `between 300 and 400 ps` |
| Syn_area_per_cell | `roughly 16 µm²` |
| Fmax | `around 940 MHz` |
| YS chip area | `around 0.0032 mm²` |
| CTS tree | `built` |
| CP top delay family | `flip-flops` |
| Pleak | `2.09 nW` |
| Gr ovfl total | `0` |
| Slowest-stage cell, CP | `dfrtp_1` |
| Core Util at FP | `between 30% and 40%` |
| Worst path depth | `1` |
| Die width | `about 100 µm` |
| CTS Sinks | `around 64` |
| DR vias/cell | `between 3 and 4` |
| Peak VDD IR | `roughly 0.57 mV` |
| Max-slew headroom | `about four fifths` |
| Critical path class | `flop to output port` |
| Post-synthesis cell type count | `7` |
| Max-slew violations | `0` |
| Max-cap violations | `0` |
| Initial antenna violation count | `0` |
| Drt drc | `0` |
| Port bufs | `~130` |
| Hold/Removal Path Class | `input port to async pin` |
| End of the worst register-to-register path | `dff31.q$_DFFE_PP0P_` |
| 1st-iter DRT viols | `30` |
| Post-CTS Hold Fix Bufs | `0` |
| Sequential cell area | `roughly 0.0016 mm²` |
| DR vias | `around 1700` |
| Synth warn | `1` |
| Arrival time at the worst endpoint | `roughly 840 ps` |
| Count of tool warnings | `26` |
| CP required | `approximately 880 ps` |
| Final setup vio count | `0` |
| R2R depth | `3` |
| Worst setup EP type | `output port` |
| Area grow syn2layout | `35.2%` |
| Row cnt | `37` |
| Top Layout Cells | `clkdlybuf4s50_1 (65), dfrtp_1 (64), buf_2 (64)` |
| Slowest stage delay, CP | `~400 ps` |
| Worst reg2reg path startpoint | `dff31.q$_DFFE_PP0P_` |
| Clock transition at path regs | `about 70 ps` |
| # fillers | `about 1000` |
| Cell-by-cell trace of the critical path | `buf_2` |
| MI comb area | `~950 µm²` |
| I/O pins | `around 130` |
| DR WL/cell | `12.7 µm` |
| Hold Vio Cnt, Final | `0` |
| Setup TNS | `0 ps` |
how the worst max path moves through the flow:
stage | start | end
4_1_cts | dff61.q$_DFFE_PP0P_ | out[61]
5_1_grt | dff56.q$_DFFE_PP0P_ | out[56]
6_report | dff46.q$_DFFE_PP0P_ | out[46]
worst reg2reg max path, stage by stage (launching register included):
cell and delay (ps):
dfrtp_1 370, buf_4 130, buf_4 120, mux2_4 260
where the power goes:
part	internal, mW	switching, mW
logic	0.870	0.279
registers	2.59	0.114
clock network	1.09	0.871
cell families (layout without fill, tap and decap cells):
logic type,Yosys count,after routing,synth area share (%)
buf+inv,72,189,19.5
flops,64,64,50.6
mux,64,64,29.9
area by class of cell:
type	instances	share of cell area, %
clock buffer	12	3.39
clock inverter	3	0.995
inverter	1	0.176
multi-input combinational	64	22.1
sequential	64	37.4
tap	136	3.98
timing repair buffer	173	31.9
metal layers:
layer  routed length (µm)  global-route usage, %  vias up
met5                    0                      0        -
met4                   80                   1.31        0
met3                  399                   3.30        7
met2                 2500                   15.9       71
met1                 2760                   17.8      821
li1                     -                      -      823
cell usage after synthesis:
library cell	number	area [µm²]
buf_4	64	480
buf_6	1	11.3
buf_12	6	120
mux2_2	4	45.0
inv_1	1	3.75
mux2_4	60	901
dfrtp_1	64	1600
stage by stage:
stage	util, %	worst slack, ps	instance area [µm²]	cells
final	41.6	36.6	4280	453
after global routing	41.6	-8.73	4280	453
after detailed placement	40.6	15.4	4170	406
after global placement	40.6	17.9	4170	406
after floorplan	-	149	3170	200
after CTS	41.2	2.57	4240	448
repair_timing:
| item | CTS | global route |
|---|---|---|
| gates cloned | 0 | 0 |
| buffers inserted | 27 | 5 |
| endpoints found under the hold margin | 0 | 0 |
| resized | 193 | 0 |
| setup endpoints to repair | 64 | 17 |
Power and IR drop assume default switching activity.
