$ cat flow/design.v
module dffe (q, d, clk, en, clr);
   input d, clk, en, clr;
   wire clr;
   output q;
   reg q;
   initial
   begin
       q = 1'b0;
   end
   always @(posedge clk or posedge clr) begin
       if (clr) begin
           q <= 1'b0;
       end else if (en) begin
           q <= d;
       end
   end
endmodule
module reg65(in, out, clk, en, reset);
    input [64:0] in; 
    input clk, en, reset; 
    output [64:0] out; 
    dffe dff0(out[0], in[0], clk, en, reset); 
    dffe dff1(out[1], in[1], clk, en, reset); 
    dffe dff2(out[2], in[2], clk, en, reset); 
    dffe dff3(out[3], in[3], clk, en, reset); 
    dffe dff4(out[4], in[4], clk, en, reset); 
    dffe dff5(out[5], in[5], clk, en, reset); 
    dffe dff6(out[6], in[6], clk, en, reset); 
    dffe dff7(out[7], in[7], clk, en, reset); 
    dffe dff8(out[8], in[8], clk, en, reset); 
    dffe dff9(out[9], in[9], clk, en, reset); 
    dffe dff10(out[10], in[10], clk, en, reset); 
    dffe dff11(out[11], in[11], clk, en, reset); 
    dffe dff12(out[12], in[12], clk, en, reset); 
    dffe dff13(out[13], in[13], clk, en, reset); 
    dffe dff14(out[14], in[14], clk, en, reset); 
    dffe dff15(out[15], in[15], clk, en, reset); 
    dffe dff16(out[16], in[16], clk, en, reset); 
    dffe dff17(out[17], in[17], clk, en, reset); 
    dffe dff18(out[18], in[18], clk, en, reset); 
    dffe dff19(out[19], in[19], clk, en, reset); 
    dffe dff20(out[20], in[20], clk, en, reset); 
    dffe dff21(out[21], in[21], clk, en, reset); 
    dffe dff22(out[22], in[22], clk, en, reset); 
    dffe dff23(out[23], in[23], clk, en, reset); 
    dffe dff24(out[24], in[24], clk, en, reset); 
    dffe dff25(out[25], in[25], clk, en, reset); 
    dffe dff26(out[26], in[26], clk, en, reset); 
    dffe dff27(out[27], in[27], clk, en, reset); 
    dffe dff28(out[28], in[28], clk, en, reset); 
    dffe dff29(out[29], in[29], clk, en, reset); 
    dffe dff30(out[30], in[30], clk, en, reset); 
    dffe dff31(out[31], in[31], clk, en, reset); 
    dffe dff32(out[32], in[32], clk, en, reset); 
    dffe dff33(out[33], in[33], clk, en, reset); 
    dffe dff34(out[34], in[34], clk, en, reset); 
    dffe dff35(out[35], in[35], clk, en, reset); 
    dffe dff36(out[36], in[36], clk, en, reset); 
    dffe dff37(out[37], in[37], clk, en, reset); 
    dffe dff38(out[38], in[38], clk, en, reset); 
    dffe dff39(out[39], in[39], clk, en, reset); 
    dffe dff40(out[40], in[40], clk, en, reset); 
    dffe dff41(out[41], in[41], clk, en, reset); 
    dffe dff42(out[42], in[42], clk, en, reset); 
    dffe dff43(out[43], in[43], clk, en, reset); 
    dffe dff44(out[44], in[44], clk, en, reset); 
    dffe dff45(out[45], in[45], clk, en, reset); 
    dffe dff46(out[46], in[46], clk, en, reset); 
    dffe dff47(out[47], in[47], clk, en, reset); 
    dffe dff48(out[48], in[48], clk, en, reset); 
    dffe dff49(out[49], in[49], clk, en, reset); 
    dffe dff50(out[50], in[50], clk, en, reset); 
    dffe dff51(out[51], in[51], clk, en, reset); 
    dffe dff52(out[52], in[52], clk, en, reset); 
    dffe dff53(out[53], in[53], clk, en, reset); 
    dffe dff54(out[54], in[54], clk, en, reset); 
    dffe dff55(out[55], in[55], clk, en, reset); 
    dffe dff56(out[56], in[56], clk, en, reset); 
    dffe dff57(out[57], in[57], clk, en, reset); 
    dffe dff58(out[58], in[58], clk, en, reset); 
    dffe dff59(out[59], in[59], clk, en, reset); 
    dffe dff60(out[60], in[60], clk, en, reset); 
    dffe dff61(out[61], in[61], clk, en, reset); 
    dffe dff62(out[62], in[62], clk, en, reset); 
    dffe dff63(out[63], in[63], clk, en, reset); 
    dffe dff64(out[64], in[64], clk, en, reset);     
endmodule
$ cat flow/constraint.sdc
current_design reg65

set clk_period 1.1
set clk_io_pct 0.2

create_clock -name clk0 -period $clk_period [get_ports {clk}]

set non_clock_inputs [all_inputs -no_clocks]
set_input_delay [expr $clk_period * $clk_io_pct] -clock clk0 $non_clock_inputs
set_output_delay [expr $clk_period * $clk_io_pct] -clock clk0 [all_outputs]
$ cat flow/run.sh
#!/bin/bash
# OpenROAD 26Q1-2900-gdf79404cd8, Yosys 0.63+post, stock flow scripts
make -C /OpenROAD-flow-scripts/flow DESIGN_CONFIG=/design/flow/config.mk WORK_HOME=/design/flow/orfs finish
$ cat flow/config.mk
export PLATFORM = sky130hd
export DESIGN_NAME = reg65
export DESIGN_NICKNAME = reg65
export VERILOG_FILES = /design/flow/design.v
export SDC_FILE = /design/flow/constraint.sdc
export NUM_CORES = 4
export LEC_CHECK = 1
export CORE_UTILIZATION = 50
==> impl_metrics.py <==
# Physical implementation metrics
metrics = {
    "place": {
        "place_ws_ns": 0.0187,
        "dp_hpwl_um": 3840,
        "portBuffers": 132,
        "placed_area_mm2": 0.00409,
        "gp_congestion": 0.775,
    },
    "setup_path": {
        "cp-start-kind": "flip-flop",
        "crit_fanout": 2,
        "cp.required_ns": 0.88,
        "setup.worst_path.end_class": "output port",
        "critical_path_buf_inv_count": 1,
        "crit_slowest_cell": "dfrtp_1",
        "crit_chain": "buf_2",
        "critPathMaxStageDelay_ns": 0.40,
        "crit_type": "flip-flop to output port",
        "cp_top_family": "flip-flops",
        "arrival_ns": 0.85,
    },
    "job": {
        "max_cap_viol_count": 0,
        "warning_count": 28,
    },
    "power_and_ir_drop": {
        "p_leak_nw": 2.00,
        "peakVddDrop_mv": 0.891,
        "power.density_mw_per_mm2": 1430,
    },
    "run_status": {
        "status": "finished, final reports clean",
    },
    "clock_tree": {
        "clkSinkCount": 65,
        "holdBufCountCts": 0,
        "clock.latency.late_pin_ns": 0.33,
        "cts_buffers": 9,
        "clk_path_buf_depth": 2,
        "cts_tree": "yes",
        "clkTransAtPathRegs_ns": 0.07,
        "htreeDepth": 3,
        "clock-root-buffer": "clkbuf_8",
    },
    "yosys": {
        "top_cells_by_area": "dfrtp_1, mux2_4, buf_4, mux2_2, buf_6",
        "edf_count": 0,
        "synthTopCellsByCount": "buf_4, dfrtp_1, mux2_4",
        "syn_area_mm2": 0.00311,
        "yosysTopAreaCell": "dfrtp_1",
        "syn-instance-count": 203,
        "ys_ff": 65,
        "ys_area_mm2": 0.00311,
        "synthDistinctLibCells": 7,
        "yosys.stat.seqShare_pct": 52.3,
        "async_flop_share_pct": 100,
        "yosys_warnings": 1,
        "top_area_share_pct": 52.3,
        "avgSynthCellArea_um2": 15.3,
        "yosysCellCount": 203,
        "flop_cell": "dfrtp_1",
    },
    "global_route": {
        "grt_overflow_total": 0,
        "antenna_found_initial": 0,
        "grt_pass1_vias": 1719,
        "grt_start_max_net_pins": 34,
        "grt_first_pass_wirelength_um": 8690,
        "gr-usage-all-layers_pct": 18.2,
    },
    "layout": {
        "area_growth_pct": 32.2,
        "drive_gt1_share_pct": 56.8,
        "fin_area_mm2": 0.00411,
        "num-fill-cells": 469,
    },
    "floorplan": {
        "dieArea_mm2": 0.00654,
        "coreArea_mm2": 0.00596,
        "boundaryPins": 133,
        "fp_util_pct": 52.2,
        "rows": 28,
        "die_height_um": 80.9,
        "die_w_um": 80.9,
    },
    "route": {
        "dr.pass1.iters": 2,
        "vias_per_cell": 4.49,
        "vias": 1698,
        "drt_iter0_drc": 56,
        "drc": 0,
        "wl_per_cell_um": 14.7,
        "ant_nets": 0,
        "diodes": 0,
        "routed_wl_um": 5570,
    },
    "timing": {
        "setup_viol": 0,
        "rsz0062_at_grt": "yes",
        "finalClockSkew_ns": 0,
        "slew_headroom_pct": 87.9,
        "tns_ns": 0,
        "finalHoldViolCount": 0,
        "min_period_ns": 1.07,
        "finalMaxSlewViolations": 0,
        "max_freq_mhz": 933,
        "setup_slack_ns": 0.0284,
        "timing.final.crit_share_pct": 97.4,
        "worst_slew_pin_slew_ns": 0.182,
    },
    "worst_hold_path": {
        "hp-class": "input pin to async pin",
    },
}
final cells by class:
| cell class | count | area (um^2) | area share (%) |
|---|---|---|---|
| Tap cell | 75 | 93.8 | 2.28 |
| Inverter | 1 | 7.51 | 0.183 |
| Multi-Input combinational cell | 65 | 920 | 22.4 |
| Sequential cell | 65 | 1630 | 39.6 |
| Clock buffer | 12 | 165 | 4.02 |
| Clock inverter | 4 | 50.0 | 1.22 |
| Timing Repair Buffer | 156 | 1250 | 30.4 |
tightest hold or removal path, cell delays in order:
cell and delay (ns):
clkdlybuf4s50_1 0.45, clkinvlp_4 0.13, buf_12 0.21
metrics by stage:
step | total power, mW | cells | utilization [%] | hold slack (ns)
finish | 5.89 | 378 | 69.0 | 0.318
detailed placement | 3.99 | 344 | 68.6 | 0.491
floorplan | 3.50 | 203 | - | 0.358
global route | 6.20 | 378 | 69.0 | 0.328
global placement | 3.99 | 344 | 68.6 | 0.490
CTS | 5.99 | 378 | 69.2 | 0.313
repair_timing:
action                                  4_1_cts  5_1_grt
buffers inserted                             18        0
gates resized                               193        2
endpoints found under the setup margin       65        5
final timing paths:
check	depth (start not counted)	start	slack, ns	endpoint
setup / recovery	1	dff43.q	0.03	out[43]
hold / removal	3	reset	0.32	dff41.q
setup reg to reg	2	dff43.q	0.20	dff43.q
hold reg to reg	1	dff46.q	0.50	dff46.q
max in group asynchronous	3	reset	0.60	dff13.q
min in group clk0	3	en	0.42	dff30.q
placed cells by master (no fill, tap or decap), types with 2 or more instances in the layout:
master           netlist  routed
clkdlybuf4s50_1        0      66
dfrtp_1               65      65
buf_2                  1      63
mux2_4                50      50
buf_4                 65      19
mux2_2                15      15
clkbuf_8               0      12
buf_12                 0       6
clkinvlp_4             0       3
clkbuf_2               0       2
per-layer routing:
layer	wire length [um]	GRT usage [%]	up-vias
met5	0	0	-
met4	136	4.64	0
met1	2490	30.2	805
li1	-	-	801
met3	535	5.47	12
met2	2410	24.5	80
cell families (layout without fill, tap and decap cells):
kind of cell           count (synthesis)  in the layout  synth area share (%)
buffers and inverters                 73            173                  18.1
DFF                                   65             65                  52.3
muxes                                 65             65                  29.6
report_power, final:
group	total [mW]	switching (mW)	internal [mW]
Clock	2.09	0.864	1.23
Combinational	1.06	0.264	0.792
Sequential	2.74	0.112	2.63
Power and IR drop assume default switching activity.
